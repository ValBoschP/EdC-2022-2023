==> design/flow/design.v <==
module cuenta1(input wire [2:0] Valor, input wire start, clk, output wire [3:0] Cuenta, output wire fin);
wire ResetA, CargaA, CargaQ, DesplazaQ;
wire [3:0] EntA, SalA;
wire [2:0] SalQ;
assign Cuenta = SalA;  
sum4 sum(EntA,,, SalA, 4'b001, 1'b0);  
regA A(clk, ResetA, CargaA, EntA, SalA);
uc uc0(SalQ[0], start, clk, CargaQ, DesplazaQ, ResetA, CargaA, fin);
regQ Q(Valor, CargaQ, DesplazaQ, clk, 1'b0, SalQ);  
endmodule
module ffdc #(parameter retardo = 1)(input wire clk, reset, carga, d, output reg q);
always @(posedge clk, posedge reset)
  if (reset)
    q <= #retardo 1'b0;  
  else
    if (carga)
      q <= #retardo d;  
endmodule
module regA(input wire clk, ResetA, CargaA, input wire [3:0] entA, output wire [3:0] q);
ffdc ffa0(clk, ResetA, CargaA, entA[0], q[0]);
ffdc ffa1(clk, ResetA, CargaA, entA[1], q[1]);
ffdc ffa2(clk, ResetA, CargaA, entA[2], q[2]);
ffdc ffa3(clk, ResetA, CargaA, entA[3], q[3]);
endmodule
module regQ (input wire [2:0] entQ, input wire CargaQ, DesplazaQ, clk, reset, output wire [2:0] q);
assign enable = CargaQ | DesplazaQ;  
cdaff ff0(CargaQ, entQ[0], q[1], clk, reset, enable, q[0]);
cdaff ff1(CargaQ, entQ[1], q[2], clk, reset, enable, q[1]);
cdaff ff2(CargaQ, entQ[2], 1'b0, clk, reset, enable, q[2]);  
endmodule
module cdaff (input wire selc_d, inp_c, inp_d, clk, reset, carga, output wire q);
wire inp;
ffdc ff0(clk, reset, carga, inp, q);
mux2_1_i1 mux0(inp, inp_d, inp_c, selc_d);
endmodule
module mux2_1_i1(output wire out, input wire a, b, s);
wire  s_n, sa, sb;	   
not inv1 (s_n, s);
and and1 (sa, a, s_n);
and and2 (sb, b, s);
or or1 (out, sa, sb);
endmodule
module sum4(output wire[3:0] S, output wire[4:1] C, output wire c_out, input wire[3:0] A, input wire[3:0] B, input wire c_in);
wire c1, c2, c3, c4;
cla_4 cla(C[4:1], {g3, g2, g1, g0}, {p3, p2, p1, p0}, c_in);
fa_v3 fa0(S[0], c1, p0, g0, A[0], B[0], c_in);
fa_v3 fa1(S[1], c2, p1, g1, A[1], B[1], C[1]);
fa_v3 fa2(S[2], c3, p2, g2, A[2], B[2], C[2]);
fa_v3 fa3(S[3], c4, p3, g3, A[3], B[3], C[3]);
assign c_out = C[4];
endmodule
module fa_v3(output wire sum, output wire c_out, output wire p, output wire g, input wire a, input wire b, input wire c_in);
wire sum_par, carry1, carry2;    
ha_vr ha1(sum_par, carry1, a,    b     );   
ha_vr ha2(sum,     carry2, c_in, sum_par);   
or or1(c_out, carry1, carry2);  
or or2(p, a, b);  
and and1(g, a, b);  
endmodule
module ha_vr(output wire sum, carry, input wire a, b);
xor #1 xor1(sum, a, b);  
and #1 and1(carry, a, b);
endmodule
module cla_4(output wire[4:1] C, input wire[3:0] G, input wire[3:0] P, input wire c_in);
assign C[1] = G[0] | (P[0] & c_in);
assign C[2] = G[1] | (P[1] & G[0]) | (P[1] & P[0] & c_in);
assign C[3] = G[2] | (P[2] & G[1]) | (P[2] & P[1] & G[0]) | (P[2] & P[1] & P[0] & c_in);
assign C[4] = G[3] | (P[3] & G[2]) | (P[3] & P[2] & G[1]) | (P[3] & P[2] & P[1] & G[0]) | (P[3] & P[2] & P[1] & P[0] & c_in);
endmodule
module uc #(parameter retardo = 1) (input wire q0, start, clk, output wire CargaQ, DesplazaQ, ResetA, CargaA, Fin);
reg [2:0] state, nextstate;  
parameter S0 = 3'b000;   
parameter S1 = 3'b001;
parameter S2 = 3'b010;
parameter S3 = 3'b011;
parameter S4 = 3'b100;
parameter S5 = 3'b101;
parameter S6 = 3'b110;
always @ (posedge clk, posedge start)
  if (start)
    state <= #retardo S0;
  else
    state <= #retardo nextstate;
always @(*)
  case (state)             
    S0: nextstate <= S1;
    S1: nextstate <= S2;
    S2: nextstate <= S3;
    S3: nextstate <= S4;
    S4: nextstate <= S5;
    S5: nextstate <= S6;
    S6: nextstate <= S6;
    default: nextstate <= S0;
  endcase
assign CargaQ = (state == S0)? 1 : 0;  
assign DesplazaQ = ((state == S2)|(state == S4))? 1:0;
assign ResetA = ((state == S0))? 1 : 0;
assign CargaA = (q0 & ((state == S1)|(state == S3)|(state == S5)))? 1 : 0;
assign Fin = (state == S6) ? 1 : 0;
endmodule
==> design/flow/run.sh <==
#!/bin/bash
# OpenROAD 26Q1-2900-gdf79404cd8, Yosys 0.63+post, stock flow scripts
make -C /OpenROAD-flow-scripts/flow DESIGN_CONFIG=/design/flow/config.mk WORK_HOME=/design/flow/orfs finish
==> design/flow/config.mk <==
export PLATFORM = sky130hd
export DESIGN_NAME = cuenta1
export DESIGN_NICKNAME = cuenta1
export VERILOG_FILES = /design/flow/design.v
export SDC_FILE = /design/flow/constraint.sdc
export NUM_CORES = 4
export LEC_CHECK = 1
export CORE_AREA = 10 10 72 72
export DIE_AREA = 0 0 82 82
==> design/flow/constraint.sdc <==
current_design cuenta1

set clk_period 1.0
set clk_io_pct 0.2

create_clock -name clk0 -period $clk_period [get_ports {clk}]

set non_clock_inputs [all_inputs -no_clocks]
set_input_delay [expr $clk_period * $clk_io_pct] -clock clk0 $non_clock_inputs
set_output_delay [expr $clk_period * $clk_io_pct] -clock clk0 [all_outputs]
==> impl_metrics.env <==
# flow metrics
export IMPL_outcome="finished with violations"
export IMPL_failing_checks="negative setup slack"
export IMPL_drc_errors=0
export IMPL_postSynthRegisterBits=14
export IMPL_yosys_stat_cells=34
export IMPL_ys_top_cells_by_area="sky130_fd_sc_hd__dfrtp_1, sky130_fd_sc_hd__edfxtp_1, sky130_fd_sc_hd__buf_4"
export IMPL_number_of_levels_the_h_tree_was_split_into=1
export IMPL_timing_max_transition_violations_final=0
export IMPL_final_design_area_no_fill_um2=802
export IMPL_synthesis_area_um2=522
export IMPL_final_cell_count_no_fill=105
export IMPL_warnings=28
export IMPL_clkSlewWorstSetupHoldPaths_ps=60
export IMPL_setup_worst_path_class="register to register"
export IMPL_ys_warnings_count=11
export IMPL_maxClockFrequency_ghz=0.865
export IMPL_timing_critical_path_required_ps=1120
export IMPL_power_density_mw_per_mm2=2350
export IMPL_critPathMaxStageDelay_ps=370
export IMPL_synthesis_area_per_instance_um2=15.3
export IMPL_whs_ps=179
export IMPL_chip_area_mm2=0.00672
export IMPL_grt_setup_unrepaired="true"
export IMPL_route_final_wire_length_um=867
export IMPL_power_static_leakage_nw=0.351
export IMPL_path_max_fanout=4
export IMPL_holdCritPathClass="input pin to asynchronous set/reset pin"
export IMPL_timing_hold_violations_final=0
export IMPL_peakVddDrop_v=0.00127
export IMPL_grt_pass1_vias=335
export IMPL_post_drt_wl_per_cell_um=8.26
export IMPL_grt_first_pass_wirelength_um=1460
export IMPL_drv_max_cap_violation_count=0
export IMPL_worst_path_cell_chain="o31a_1 > mux2_4"
export IMPL_n_antenna_cell=0
export IMPL_critical_path_endpoint_type="register"
export IMPL_p_total_mw=1.88
export IMPL_fin_worst_skew_ps=5.11
export IMPL_seq_area_frac_synth_pct=70.3
export IMPL_grt_use_total_pct=2.78
export IMPL_initCoreUtil_pct=14.1
export IMPL_postSynthCellCount=34
export IMPL_crit_path_top_delay_cell="sky130_fd_sc_hd__dfrtp_1"
export IMPL_fin_crit_sh_pct=116
export IMPL_layout_top_cells_excl_fill_tap="sky130_fd_sc_hd__buf_4, sky130_fd_sc_hd__dfrtp_1, sky130_fd_sc_hd__clkdlybuf4s50_1"
export IMPL_avgViaCountPerCell=3.02
export IMPL_worst_ep_arrival_time_ps=1280
export IMPL_layout_area_overhead_vs_synth_pct=53.7
export IMPL_placed_area_um2=692
export IMPL_holdBufCountCts=0
export IMPL_timing_critical_path_from_type="register"
export IMPL_route_antenna_remaining_nets=0
export IMPL_root_buffer_cell="sky130_fd_sc_hd__clkbuf_8"
export IMPL_gpl_final_weighted_congestion=0.782
export IMPL_yosysTopAreaCellShare_pct=48.0
export IMPL_chipWidth_um=82
export IMPL_port_buffers=9
export IMPL_yosysUniqueCellTypes=17
export IMPL_row_count=22
export IMPL_tritoncts_clock_tree="built"
export IMPL_core_region_area_mm2=0.00369
export IMPL_initial_antenna_violation_count=0
export IMPL_mostFrequentLayoutCell="sky130_fd_sc_hd__buf_4"
export IMPL_grt_ovfl_total=0
export IMPL_numPlacedInstances=92
export IMPL_io_pin_count=10
export IMPL_finalWorstPathRequiredPeriod_ps=1160
export IMPL_cts_max_path_buffers=2
export IMPL_setup_viol=10
export IMPL_drt_first_pass_iters=2
export IMPL_top_area_cell="sky130_fd_sc_hd__dfrtp_1"
export IMPL_cts_sinks=14
export IMPL_post_route_cells_drive_above_1_share_pct=50.9
export IMPL_cts_made_buffers=3
export IMPL_detailedRoute_firstIterationViolations=9
export IMPL_yosys_stat_area_um2=522
export IMPL_total_number_of_vias=317
export IMPL_finalWorstSetupSlack_ps=-157
export IMPL_die_h_um=82
export IMPL_grt_start_max_net_pins=9
export IMPL_clock_latency_late_pin_ps=240
-- layer usage --
metal  wire (um)  up-vias  global-route usage (%)
li1            -      155                       -
met1         409      150                    3.64
met2         321       12                    3.76
met3         135        0                    2.09
met4           0        0                   0.170
met5           0        -                       0
-- cells by family after synthesis --
group | synth area share (%)
flip-flops | 70.3
buffers and inverters | 7.20
AND/OR/NAND/NOR | 5.52
XOR/XNOR | 5.04
multiplexers | 7.19
adder cells (fa/ha/maj) | 2.40
other | 0.719
AND-OR/OR-AND | 1.68
-- through the flow --
step	worst slack, ps	utilization, %	setup TNS (ps)
floorplan	-113	-	-332
global placement	-143	18.8	-623
detailed placement	-153	18.8	-671
CTS	-157	21.2	-744
global route	-180	21.7	-1070
finish	-157	21.7	-753
-- state kept, by name, summed over array words and instances (netlist names) --
name and count:
uc0.state 7, Q.ff1.ff0.q 1, Q.ff0.ff0.q 1, A.ffa0.q 1, A.ffa2.q 1, A.ffa1.q 1, Q.ff2.ff0.q 1, A.ffa3.q 1
-- cell usage after synthesis --
library cell,n
sky130_fd_sc_hd__and2_1,1
sky130_fd_sc_hd__buf_4,4
sky130_fd_sc_hd__conb_1,1
sky130_fd_sc_hd__dfrtp_1,10
sky130_fd_sc_hd__dfstp_2,1
sky130_fd_sc_hd__edfxtp_1,3
sky130_fd_sc_hd__ha_1,1
sky130_fd_sc_hd__inv_1,2
sky130_fd_sc_hd__mux2_2,2
sky130_fd_sc_hd__mux2_4,1
sky130_fd_sc_hd__nand2_1,1
sky130_fd_sc_hd__nand4_1,1
sky130_fd_sc_hd__o31a_1,1
sky130_fd_sc_hd__or2_2,1
sky130_fd_sc_hd__or3_1,1
sky130_fd_sc_hd__xnor2_1,2
sky130_fd_sc_hd__xor2_1,1
-- what timing repair did --
action | in CTS | in global routing
pin swaps | 1 | 0
endpoints found under the setup margin | 14 | 12
buffers inserted | 7 | 2
gates resized | 14 | 4
-- where the power goes --
part           internal [mW]  switching [mW]  total [mW]
clock network          0.270           0.177       0.448
registers              0.699          0.0576       0.756
logic                  0.479           0.200       0.679
-- final timing paths --
| kind | startpoint | end | slack [ps] | cells past startpoint |
|---|---|---|---|---|
| max in group asynchronous | start | uc0.state[0] | 560 | 2 |
| worst max-delay path | uc0.state[5] | A.ffa1.q | -160 | 2 |
| min in group clk0 | uc0.state[1] | uc0.state[5] | 390 | 0 |
| worst min-delay path | start | uc0.state[4] | 180 | 2 |
| worst max register to register | uc0.state[5] | A.ffa1.q | -160 | 2 |
| worst min register to register | uc0.state[0] | A.ffa0.q | 200 | 1 |
-- worst max-delay path: cells and delay by family (launching register included) --
| family | cells | cell delay, ps |
|---|---|---|
| AND-OR/OR-AND | 1 | 360 |
| flip-flops | 1 | 370 |
| multiplexers | 1 | 310 |
-- final cells by class --
type	count	area, um2
fill	402	2890
clock buffer	3	41.3
multi-input combinational	14	143
timing repair buffer	23	180
inverter	2	7.51
clock inverter	1	3.75
sequential	14	367
tap	48	60.1
No activity file was given, so power comes from the tool's default toggle rates.
